### flow/design.v
`timescale 1ns / 1ps
module FIR #
(
    parameter inbit = 11,		 
    parameter outbit = 23,		
    parameter n=32
)
(
    input rst,
    input clk,
    input wire signed [inbit-1:0] infix,
    output reg signed [outbit-1:0] outfix
);
reg signed [outbit-1:0] mul [0:31];
reg signed [outbit-1:0] add [0:30];
integer  i;
wire signed [outbit-1:0] sh1,sh2,sh3,sh5;
wire signed [outbit-1:0] w0,w1,w2,w3,w4,w5,w6,w7,w8,w9,w10,w11,w12,w13,w14;  
assign sh1 = infix<<1;
assign sh2 = infix<<2;
assign sh3 = infix<<3;
assign sh5 = infix<<5;
assign w0 = infix; 
assign w1 = sh1; 
assign w2 = -infix; 
assign w3 = -sh1-infix;	 
assign w4 = sh2;  
assign w5 = sh1+infix;  
assign w6 = -sh2-infix;	 
assign w7 = -sh2-sh1;	 
assign w8 =sh2+infix;	 
assign w9 = sh3+sh2;	 
assign w10 = -sh1;		 
assign w11 = -(infix<<4) - (sh2 + sh1);	 
assign w12 = -sh3-infix;			 
assign w13 = (sh5)+(sh3+sh2)+(sh1+infix);		 
assign w14 = (infix<<6)+(sh5+sh2)+(sh1+infix);		 
always @(posedge clk) begin
    if (rst) begin
		outfix <= 0;
    end else begin 
		outfix <= mul[0] +add[0];
	end
end
always @(posedge clk) begin
    if (rst) begin
        for(i=0;i<32;i=i+1)
			mul[i] <= 0;
    end else begin 
        mul[0] <= w0;
        mul[1] <= w1;
		mul[2] <= w2;
		mul[3] <= w3;
		mul[4] <=0;
		mul[5] <= w4;
		mul[6] <= w5;
		mul[7] <= w6;
		mul[8] <= w7;
		mul[9] <= w8;
		mul[10] <= w9;
		mul[11] <= w10;
		mul[12] <= w11;
		mul[13] <= w12;
		mul[14] <= w13;
		mul[15] <= w14;
		mul[16] <= w14;
		mul[17] <= w13;
		mul[18] <= w12;
		mul[19] <= w11;
		mul[20] <= w10;
		mul[21] <= w9;
		mul[22] <= w8;
		mul[23] <= w7;
		mul[24] <= w6;
		mul[25] <= w5;
		mul[26] <= w4;
		mul[27] <= 0;
		mul[28] <= w3;
		mul[29] <= w2;
		mul[30] <= w1;
		mul[31] <= w0;
    end
end
always @(posedge clk) begin
    if (rst) begin
        for(i=0;i<31;i=i+1)
			add[i] <= 0;
    end else begin 
        add[0] <= mul[1]+add[1];
        add[1] <= mul[2]+add[2];
		add[2] <= mul[3]+add[3];
		add[3] <= add[4];
		add[4] <= mul[5]+add[5];
		add[5] <= mul[6]+add[6];
		add[6] <= mul[7]+add[7];
		add[7] <= mul[8]+add[8];
		add[8] <= mul[9]+add[9];
		add[9] <= mul[10]+add[10];
		add[10] <= mul[11]+add[11];
		add[11] <= mul[12]+add[12];
		add[12] <= mul[13]+add[13];
		add[13] <= mul[14]+add[14];
		add[14] <= mul[15]+add[15];
		add[15] <= mul[16]+add[16];
		add[16] <= mul[17]+add[17];
		add[17] <= mul[18]+add[18];
		add[18] <= mul[19]+add[19];
		add[19] <= mul[20]+add[20];
		add[20] <= mul[21]+add[21];
		add[21] <= mul[22]+add[22];
		add[22] <= mul[23]+add[23];
		add[23] <= mul[24]+add[24];
		add[24] <= mul[25]+add[25];
		add[25] <= mul[26]+add[26];
		add[26] <= add[27];
		add[27] <= mul[28]+add[28];
		add[28] <= mul[29]+add[29];
		add[29] <= mul[30]+add[30];
		add[30] <= mul[31];
    end
end
endmodule
### flow/run.sh
#!/bin/bash
# OpenROAD 26Q1-2900-gdf79404cd8, Yosys 0.63+post, stock flow scripts
make -C /OpenROAD-flow-scripts/flow DESIGN_CONFIG=/design/flow/config.mk WORK_HOME=/design/flow/orfs finish
### flow/config.mk
export PLATFORM = sky130hd
export DESIGN_NAME = FIR
export DESIGN_NICKNAME = FIR
export VERILOG_FILES = /design/flow/design.v
export SDC_FILE = /design/flow/constraint.sdc
export NUM_CORES = 4
export LEC_CHECK = 1
export CORE_UTILIZATION = 40
### flow/constraint.sdc
current_design FIR

set clk_period 11.8
set clk_io_pct 0.2

create_clock -name clk0 -period $clk_period [get_ports {clk}]

set non_clock_inputs [all_inputs -no_clocks]
set_input_delay [expr $clk_period * $clk_io_pct] -clock clk0 $non_clock_inputs
set_output_delay [expr $clk_period * $clk_io_pct] -clock clk0 [all_outputs]
==> flow_summary.rst <==
Implementation results
======================

.. list-table::
   :header-rows: 1

   * - Metric
     - Value
   * - Antenna Violating Nets Remaining
     - 0
   * - Drt pass-1 iters
     - 6
   * - Routed via count divided by cell count
     - 5.337
   * - Total cell area reported by yosys after synthesis
     - 0.05488 sq mm
   * - Total net switching power
     - 0.004262 W
   * - Count of port buffers added during placement
     - 35
   * - TritonCTS clock tree
     - built
   * - Max_slew headroom
     - 39.85%
   * - Tally of max-capacitance violations
     - 0
   * - Sequential Area
     - 0.01764 sq mm
   * - Grt ovf
     - 0
   * - Die area
     - 0.1387 sq mm
   * - Dpl hpwl
     - 119.7 mm
   * - Reg power frac
     - 33.4%
   * - Layout Skew
     - 0.03584 ns
   * - Switching Fraction
     - 35.89%
   * - Path class of the lowest-slack min-delay path
     - register to register
   * - Primary FF master, synth
     - sky130_fd_sc_hd__dfxtp_1
   * - Count of hold-fix buffers inserted at cts
     - 0
   * - Maximum number of pins on one net before global-route repair
     - 159
   * - Clock net sink count
     - 881
   * - Fillers
     - 12.95k
   * - Weighted congestion at the end of routability-driven global placement
     - 0.9409
   * - Final period utilization
     - 62.93%
   * - Number of standard-cell rows in the floorplan
     - 135
   * - Logic area
     - 0.03585 sq mm
   * - Portion of the post-synthesis area used by sequential elements
     - 32.14%
   * - Clock transition time at the flip-flop clock pins of the worst setup and hold paths
     - 0.06 ns
   * - Number of warnings the tools reported
     - 53
   * - Critical path class
     - primary input to register
   * - Leakage power figure
     - 28.22 nW
   * - Upper clock frequency limit
     - 134.7 MHz
   * - Run status
     - completed
   * - Worst hold slack after final layout
     - 0.4249 ns
   * - Total wire length after detailed routing
     - 154.8 mm
   * - Total negative slack
     - 0 ns
   * - Number of global-route vias before repair
     - 42.88k
   * - Maximum root-to-sink buffer count
     - 3
   * - H-tree lvl count
     - 3
   * - Ys async rst share
     - 0%
   * - Gate count after technology mapping
     - 6273
   * - Number of max-slew violations in the final report
     - 0
   * - Internal power summed over all cells
     - 0.007613 W
   * - Synth flops
     - 881
   * - Placement-stage cell area
     - 0.05733 sq mm
   * - Total of endpoints with negative setup slack in the final report
     - 0
   * - TritonCTS Buffers
     - 104
   * - Root Buffer
     - sky130_fd_sc_hd__clkbuf_16
   * - Post-synth design cell area
     - 0.05488 sq mm
   * - Number of setup buffers added after CTS
     - 0
   * - Synthesis warning total
     - 3
   * - Post-cts sizing count
     - 0
   * - Distinct cell type count of the synthesized netlist
     - 81
   * - Combinational cell fraction of total power
     - 37.0%
   * - Sort of element at the start of the critical path
     - primary input
   * - Power density relative to cell area
     - 194.3 mW/mm^2
   * - Horizontal extent of the die
     - 372.4 um
   * - Ys cells
     - 6273
   * - Clk pwr share
     - 29.6%
   * - # DRC
     - 0
   * - Average wire length per cell after detail routing
     - 18.88 um
   * - Arrival time of the worst setup path
     - 7.99 ns
   * - Die height
     - 372.4 um
   * - Crit path time final
     - 7.426 ns
   * - Insertion delay to the later sink of the worst-skew pair
     - 0.74 ns
   * - Init Core Util
     - 40.41%
   * - Worst endpoint required time
     - 12.36 ns
   * - Boundary Pins
     - 36
   * - RSZ-0062 raised after global routing
     - false
   * - Starting DRC count in detailed routing
     - 2614
   * - Flip-flops with a built-in enable
     - 0
   * - Number of hold-slack violations in the final timing report
     - 0
   * - Fraction of layout instances using a drive strength above 1
     - 4.534%
   * - Largest fanout of any net on the critical path
     - 13
   * - Antenna violations before repair
     - 3
   * - Average size of a mapped cell
     - 8.749 sq um
   * - Final cell area excluding filler cells
     - 0.06113 sq mm
   * - Wire length of the first global-routing pass
     - 241.9 mm
   * - VDD IR-drop max
     - 176.2 uV
   * - Via Count
     - 43.76k
   * - Actual slew at the worst max-slew pin
     - 0.8883 ns
   * - Area grow syn2layout
     - 11.39%
   * - Global-route total usage across every layer
     - 23.26%
   * - Std-Cell Core Area
     - 0.1358 sq mm
   * - Capturing element type of the critical path
     - register
[cells in the final DEF, fill, tap and decap left out, types with 44 or more instances in the layout]
| master | count |
|---|---|
| sky130_fd_sc_hd__nor2_1 | 932 |
| sky130_fd_sc_hd__dfxtp_1 | 880 |
| sky130_fd_sc_hd__ha_1 | 753 |
| sky130_fd_sc_hd__a21oi_1 | 412 |
| sky130_fd_sc_hd__xnor2_1 | 333 |
| sky130_fd_sc_hd__o21ai_0 | 304 |
| sky130_fd_sc_hd__xor2_1 | 269 |
| sky130_fd_sc_hd__a21o_1 | 267 |
| sky130_fd_sc_hd__inv_1 | 249 |
| sky130_fd_sc_hd__nand2_1 | 237 |
| sky130_fd_sc_hd__nor2b_1 | 214 |
| sky130_fd_sc_hd__nor3_1 | 163 |
| sky130_fd_sc_hd__nand3_1 | 112 |
| sky130_fd_sc_hd__clkbuf_16 | 106 |
| sky130_fd_sc_hd__o21a_1 | 91 |
| sky130_fd_sc_hd__nand2b_1 | 70 |
| sky130_fd_sc_hd__fa_1 | 68 |
| sky130_fd_sc_hd__o21bai_1 | 64 |
| sky130_fd_sc_hd__a211oi_1 | 63 |
| sky130_fd_sc_hd__a31oi_1 | 58 |
| sky130_fd_sc_hd__and2_1 | 53 |
| sky130_fd_sc_hd__and3_1 | 50 |
| sky130_fd_sc_hd__or3_1 | 49 |
| sky130_fd_sc_hd__o31ai_1 | 44 |
[routing by layer]
layer	vias up	routed length, um	global-route usage, %
li1	22300	-	-
met1	20430	68540	31.16
met2	762	74430	39.57
met3	275	6495	3.310
met4	0	5336	6.491
met5	-	0	0
[stage by stage]
stage | utilization (%) | setup slack, ns | power (W) | std cells
CTS | 45.01 | 4.407 | 0.01197 | 8199
global route | 45.01 | 3.878 | 0.01267 | 8199
detailed placement | 42.21 | 3.685 | 0.008360 | 8006
finish | 45.01 | 4.374 | 0.01187 | 8200
floorplan | - | 5.404 | 0.007220 | 6273
global placement | 42.21 | 3.697 | 0.008371 | 8006
[Yosys cell counts (49+ instances only)]
library cell,instances,area (sq um)
sky130_fd_sc_hd__nand3_1,112,560.5
sky130_fd_sc_hd__a21oi_1,412,2062
sky130_fd_sc_hd__and3_1,50,312.8
sky130_fd_sc_hd__nand2_1,237,889.6
sky130_fd_sc_hd__nor2b_1,214,1339
sky130_fd_sc_hd__o21ai_0,304,1521
sky130_fd_sc_hd__ha_1,753,9422
sky130_fd_sc_hd__nor2_1,932,3498
sky130_fd_sc_hd__a31oi_1,58,362.9
sky130_fd_sc_hd__or3_1,49,306.5
sky130_fd_sc_hd__a211oi_1,63,473.0
sky130_fd_sc_hd__inv_1,250,938.4
sky130_fd_sc_hd__and2_1,53,331.6
sky130_fd_sc_hd__a21o_1,267,2004
sky130_fd_sc_hd__nand2b_1,70,437.9
sky130_fd_sc_hd__o21a_1,91,683.2
sky130_fd_sc_hd__clkbuf_1,110,412.9
sky130_fd_sc_hd__nor3_1,163,815.8
sky130_fd_sc_hd__dfxtp_1,881,17640
sky130_fd_sc_hd__o21bai_1,64,480.5
sky130_fd_sc_hd__fa_1,68,1361
sky130_fd_sc_hd__xor2_1,269,2356
sky130_fd_sc_hd__xnor2_1,333,2917
[flip-flops by register name, indices dropped and copies added, names as in the netlist]
signal  count
add       691
outfix     23
mul       167
[critical path, cell delays in order]
cell and delay [ns]:
sky130_fd_sc_hd__clkdlybuf4s50_1 0.87, sky130_fd_sc_hd__inv_1 0.50, sky130_fd_sc_hd__ha_1 0.47, sky130_fd_sc_hd__a21o_1 0.18, sky130_fd_sc_hd__a21oi_1 0.24, sky130_fd_sc_hd__o21bai_1 0.10, sky130_fd_sc_hd__a21oi_1 0.23, sky130_fd_sc_hd__o21ai_0 0.20
sky130_fd_sc_hd__a21o_1 0.21, sky130_fd_sc_hd__a21oi_1 0.24, sky130_fd_sc_hd__xor2_1 0.36, sky130_fd_sc_hd__inv_1 0.12, sky130_fd_sc_hd__fa_1 0.49, sky130_fd_sc_hd__ha_1 0.26, sky130_fd_sc_hd__o41a_1 0.42, sky130_fd_sc_hd__a31oi_1 0.31
sky130_fd_sc_hd__o21ai_0 0.17, sky130_fd_sc_hd__xnor2_1 0.17, sky130_fd_sc_hd__nor2_1 0.06
[power by group through the flow]
stage | clock network (W) | logic (W) | registers [W]
CTS | 0.00360 | 0.00440 | 0.00397
global route | 0.00371 | 0.00494 | 0.00402
finish | 0.00352 | 0.00439 | 0.00396
[path summary, 6_finish.rpt]
check	to	startpoint	slack (ns)	cells past startpoint
worst max-delay path	mul[16][15]	infix[2]	4.37	19
worst min-delay path	add[26][21]	add[27][21]	0.42	1
worst min register to register	add[26][21]	add[27][21]	0.42	1
worst max register to register	add[10][21]	mul[16][1]	7.74	13
[final cells by class]
class	instances	area share (%)
Antenna cell	1	0.004094
Clock buffer	144	4.949
Clock inverter	49	1.263
Inverter	252	1.547
Multi-Input combinational cell	5019	58.65
Sequential cell	881	28.86
Tap cell	1781	3.645
Timing Repair Buffer	73	1.081
[cells by family (layout without fill, tap and decap cells)]
kind of cell               Yosys count  in the layout  synth area share (%)
adders and majority gates          821            821                 19.65
other                                0              1                     0
and+or+nand+nor                   2008           2008                 17.08
buffers and inverters              373            518                 2.556
AOI/OAI and AO/OA                 1578           1578                 18.79
xor gates and xnor gates           602            602                 9.607
muxes                               10             10                0.1892
DFF                                881            881                 32.14
Power figures rest on the tool's default switching activity, not on a simulated workload.
